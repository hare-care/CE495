==> /design/flow/design.v <==
module motion_detect #(  
    parameter DATA_WIDTH = 32
) (
    input  logic clock,
    input  logic reset,
    input  logic [DATA_WIDTH-1:0] mask_dout,
    input  logic mask_empty,
    output logic mask_rd_en,
    input  logic [DATA_WIDTH-1:0] base_dout,
    input  logic base_empty,
    output logic base_rd_en,
    output logic [DATA_WIDTH-1:0] z_din,
    input  logic z_full,
    output logic z_wr_en
);
typedef enum logic [0:0] {s0, s1} state_t;
state_t state, state_c;
logic [DATA_WIDTH-1:0] sum, sum_c;
always_ff @(posedge clock or posedge reset) begin
    if (reset) begin
        state <= s0;
        sum <= '0;
    end else begin
        state <= state_c;
        sum <= sum_c;
    end
end
always_comb begin
    z_din = 'b0;
    z_wr_en = 1'b0;
    mask_rd_en = 1'b0;
    base_rd_en = 1'b0;
    sum_c = sum;
    state_c = state;
    case (state)
        s0: begin
            if (mask_empty == 1'b0 && base_empty == 1'b0) begin
                sum_c = (mask_dout)? 24'h0000ff:base_dout;
                mask_rd_en = 1'b1;
                base_rd_en = 1'b1;
                state_c = s1;
            end
        end
        s1: begin
            if (z_full == 1'b0) begin
                z_din = sum;
                z_wr_en = 1'b1;
                state_c = s0;
            end
        end
        default: begin
            state_c = s0;
            sum_c = 'x;
        end
    endcase
end
endmodule
==> /design/flow/run.sh <==
#!/bin/bash
# OpenROAD 26Q1-2900-gdf79404cd8, Yosys 0.63+post, stock flow scripts
make -C /OpenROAD-flow-scripts/flow DESIGN_CONFIG=/design/flow/config.mk WORK_HOME=/design/flow/orfs finish
==> /design/flow/config.mk <==
export PLATFORM = sky130hd
export DESIGN_NAME = motion_detect
export DESIGN_NICKNAME = motion_detect
export VERILOG_FILES = /design/flow/design.v
export SDC_FILE = /design/flow/constraint.sdc
export NUM_CORES = 4
export LEC_CHECK = 1
export CORE_UTILIZATION = 30
==> /design/flow/constraint.sdc <==
current_design motion_detect

set clk_period 4.1
set clk_io_pct 0.2

create_clock -name clk0 -period $clk_period [get_ports {clock}]

set non_clock_inputs [all_inputs -no_clocks]
set_input_delay [expr $clk_period * $clk_io_pct] -clock clk0 $non_clock_inputs
set_output_delay [expr $clk_period * $clk_io_pct] -clock clk0 [all_outputs]
==> results.py <==
# Metrics from the implementation run
metrics = {
    "clock_tree": {
        "cts.htree.levels": 2,
        "holdBufCountCts": 0,
        "clock_latency_ns": 0.28,
        "cts_root_buf": "clkbuf_8",
        "clk_path_buf_depth": 2,
        "cts_sinks": 33,
        "postCtsSetupBuffers": 0,
        "clk_pin_slew_worst_paths_ns": 0.06,
        "cts_tree": "done",
        "cts-resized-gates": 0,
        "cts_made_buffers": 5,
    },
    "sta": {
        "finalMaxSlewViolations": 0,
        "slew_headroom": 0.523,
        "fin_crit_ns": 3.23,
        "fin_tns_setup_ns": 0,
        "rsz0062_at_grt": "false",
        "fin_crit_sh": 0.789,
        "worst_pin_slew_ns": 0.714,
        "max_freq_ghz": 0.309,
        "skew_ns": 0.00189,
        "hold_violations": 0,
        "finalSetupViolCount": 0,
    },
    "synthesis": {
        "yosysWarningCount": 1,
        "ys_ff": 33,
        "ys_area_um2": 1830,
        "synth_seq_share": 0.451,
        "synth_top_area_share": 0.451,
        "syn_area_per_cell_um2": 9.83,
        "async_flop_share": 1.00,
        "yosysCellCount": 186,
        "synth_area_um2": 1830,
        "ys.flop_type": "dfrtp_1",
        "top_area_cell": "dfrtp_1",
        "area_leaders": "dfrtp_1, o31ai_2, and2_1",
        "synthCells": 186,
        "yosys-top-cells-count": "nand2_1, dfrtp_1, and2_1, o31ai_2",
        "synth_top_cell_by_count": "nand2_1",
        "synth_cell_type_count": 19,
        "edf_count": 0,
    },
    "finish": {
        "syn2layout_area_growth_pct": 62.2,
        "drive_gt1_frac": 0.120,
        "finish.cell_count_without_fillers": 359,
        "fillers": 586,
        "fin_util": 0.504,
        "regArea_um2": 826,
        "logic_area_um2": 881,
    },
    "power": {
        "power.share.clock": 0.351,
        "cellPowerDensity_nw_per_um2": 233,
        "combPwrFrac": 0.176,
        "peakVddDrop_mv": 0.117,
        "p_leak_nw": 1.12,
        "p_sw_frac": 0.220,
        "p_int_uw": 540,
        "power.net_switching_uw": 152,
        "p_seq_frac": 0.473,
    },
    "global_routing": {
        "grt_pass1_vias": 1653,
        "grt_max_degree": 43,
        "grt_first_pass_wirelength_mm": 7.65,
        "grt_remaining_overflow": 0,
        "antenna_found_initial": 0,
        "track_usage": 0.156,
    },
    "setup_path": {
        "r2r-start": "state",
        "path_cells": "clkdlybuf4s50_1 -> or3_1 -> clkinv_4 -> clkdlybuf4s50_1",
        "cpLargestDelayFamily": "buffers and inverters",
        "arrival_ns": 2.41,
        "path_buffers": 3,
        "ff2ff_path_depth": 4,
        "cp_slowest_cell": "clkdlybuf4s50_1",
        "critPathKind": "in2out",
        "end_kind": "output pin",
        "critical_path.most_common_cell": "clkdlybuf4s50_1",
        "reg2reg_to": "sum[4]",
        "crit_path_max_incr_delay_ns": 0.52,
        "ff2ff_setup_slack_ns": 2.50,
        "cp_max_fo": 42,
        "cp.required_ns": 3.28,
        "startpoint": "base_empty",
        "start_kind": "input pin",
    },
    "drt": {
        "vias_per_cell": 4.76,
        "drt-pass1-iter-count": 4,
        "wl_mm": 4.49,
        "ant_nets": 0,
        "wl_per_cell_um": 12.5,
        "drc_errors": 0,
        "drtIter0Drc": 28,
        "n_antenna_cell": 0,
        "vias": 1708,
    },
    "die": {
        "fp_util": 0.311,
        "fp.dieW_um": 80.1,
        "core_um2": 5890,
        "rows": 28,
        "dieHeight_um": 80.1,
        "die_area_um2": 6410,
        "ioPinCount": 104,
    },
    "flow_run": {
        "warnings": 25,
        "max-cap-violations": 0,
    },
    "placed_design": {
        "hpwl_mm": 3.06,
        "numPortBuffers": 103,
        "placed_cells": 352,
        "gp_congestion": 0.697,
    },
    "hold_path": {
        "hold_end": "sum[28]",
        "hold_class": "reg2reg",
        "hold_start": "sum[28]",
        "min_path_cells": 2,
    },
    "run_status": {
        "run_status": "completed",
    },
}
==> worst register-to-register path, cell delays in order (launching register included) <==
cell,delay (ns)
dfrtp_1,0.38
or3_1,0.43
clkinv_4,0.26
nand2b_1,0.11
o32a_1,0.29
==> per-layer routing <==
metal  vias to the layer above  GRT usage  share of wire
li1                        838          -              -
met1                       793      0.208           0.43
met2                        72      0.271           0.48
met3                         5     0.0381          0.080
met4                         0     0.0143          0.013
met5                         -          0              0
==> through the flow <==
step / hold WS [ns] / power, mW / cell area [um2] / setup slack, ns
floorplan: 0.440 / 0.374 / 1830 / 1.60
global placement: 0.452 / 0.458 / 2880 / 0.859
detailed placement: 0.460 / 0.458 / 2880 / 0.858
CTS: 0.475 / 0.706 / 2970 / 0.858
global route: 0.501 / 0.728 / 2970 / 0.802
finish: 0.468 / 0.692 / 2970 / 0.866
==> placed cells by master, fill, tap and decap left out, types with 2 or more instances in the layout <==
cell type,count
o31ai_2,21
nor4_1,8
and2_1,32
nand2_1,50
dfrtp_1,33
nand4_1,2
clkbuf_8,6
o31ai_1,3
nand2b_1,8
clkdlybuf4s50_1,103
buf_4,5
o32a_1,8
==> power by group through the flow <==
| stage | combinational, mW | sequential, mW | clock, mW |
|---|---|---|---|
| after CTS | 0.125 | 0.327 | 0.253 |
| after global routing | 0.134 | 0.327 | 0.267 |
| final | 0.122 | 0.327 | 0.243 |
==> flip-flops by register name, indices dropped and copies added (netlist names) <==
name / cells
sum: 32
state: 1
==> cell type report <==
cell class | count | area share
timing repair buffer | 108 | 0.360
clock buffer | 7 | 0.0291
multi-input combinational | 134 | 0.297
tap | 75 | 0.0316
inverter | 2 | 0.00422
sequential | 33 | 0.278
==> cell families after synthesis <==
logic type	Yosys count	share of synthesized area
compound gates	32	0.200
buf+inv	19	0.0684
flops	33	0.451
simple gates	102	0.280
==> how the worst max path moves through the flow <==
stage     depth (start not counted)         end  slack (ns)
4_1_cts                           4  mask_rd_en        0.86
5_1_grt                           4  base_rd_en        0.80
6_report                          4  base_rd_en        0.87
Power is estimated from default activity; no workload was simulated.
