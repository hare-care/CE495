<file path="/design/flow/config.mk">
export PLATFORM = sky130hd
export DESIGN_NAME = fibonacci
export DESIGN_NICKNAME = fibonacci
export VERILOG_FILES = /design/flow/design.v
export SDC_FILE = /design/flow/constraint.sdc
export NUM_CORES = 4
export LEC_CHECK = 1
export CORE_UTILIZATION = 50
</file>
<file path="/design/flow/constraint.sdc">
current_design fibonacci

set clk_period 20.0
set clk_io_pct 0.2

create_clock -name clk0 -period $clk_period [get_ports {clk}]

set non_clock_inputs [all_inputs -no_clocks]
set_input_delay [expr $clk_period * $clk_io_pct] -clock clk0 $non_clock_inputs
set_output_delay [expr $clk_period * $clk_io_pct] -clock clk0 [all_outputs]
</file>
<file path="/design/flow/design.v">
module fibonacci(
  input logic clk, 
  input logic reset,
  input logic [15:0] din,
  input logic start,
  output logic [15:0] dout,
  output logic done );
  enum logic [1:0] {init, calc, base} state, next_state;
  logic [15:0] n_1;
  logic [15:0] n_2;
  logic [15:0] n_1c;
  logic [15:0] n_2c;
  logic [15:0] dout_c;
  logic [15:0] count;
  logic [15:0] count_c;
  logic done_c;
  always_ff @(posedge clk, posedge reset)
  begin
    if ( reset == 1'b1 ) begin
       state <= init;
       n_1 <= 16'b0;
       n_2 <= 16'b0;
       count <= 16'b0;
       dout <= 16'b0;
       done <= 1'b0;
    end else begin
       state <= next_state;
       n_1 <= n_1c;
       n_2 <= n_2c;
       count <= count_c;
       dout <= dout_c;
       done <= done_c;
    end
  end
  always_comb 
  begin
    next_state = state;
    n_1c = n_1;
    n_2c = n_2;
    dout_c = dout;
    done_c = done;
    count_c = count;
    case (state)
       init:
        begin
          n_1c = 16'b1;
          n_2c = 16'b0;
          dout_c = 16'b1;
          count_c = 16'b1;
          if (start == 1'b1) begin
            done_c = 1'b0;
            if (din == 1) next_state = base;
            else next_state = calc;
          end else begin
            next_state = init;
            done_c = 1'b0;
          end
        end
      base:
      begin
        done_c = 1'b1;
        dout_c = 1'b1;
        next_state = init;
      end
      calc:
      begin
        if (count == din -1) begin
          dout_c = n_1c + n_2c;
          done_c = 1'b1;
          next_state = init;
        end else begin
          n_1c = dout;
          n_2c = n_1;
          dout_c = n_1c + n_2c;
          done_c = 1'b0;
          count_c = count + 1;
          next_state = calc;
        end
      end
    endcase
  end
endmodule
</file>
<file path="/design/flow/run.sh">
#!/bin/bash
# OpenROAD 26Q1-2900-gdf79404cd8, Yosys 0.63+post, stock flow scripts
make -C /OpenROAD-flow-scripts/flow DESIGN_CONFIG=/design/flow/config.mk WORK_HOME=/design/flow/orfs finish
</file>
==> changes_impl.md <==
### Metrics

* Outcome: completed
* Via count at 3387
* Init Core Util at 51.7%
* DR iter-0 viols at 110
* DRC violations left at 0
* Post-synth regs at 68
* Io pins at 36
* OpenROAD warnings at 29
* Wire length per cell at 16.0 um
* Power Dens Cells at 150 nW/um2
* Chip Width at 94.2 um
* Final slew viol count at 0
* RePlAce Congestion at 0.868
* Worst IR Drop VDD at 0.0833 mV
* Hold-fix buffers, CTS at 0
* Unrepaired setup endpoints after global routing: no
* Mapped Area at 4250 um2
* EDFF count, synth at 0
* Grt total ovfl at 0
* Storage element area at 1700 um2
* Total global routing track utilization at 23.5%
* Min Tclk post-route at 8.74 ns
* Final WL at 9.27 mm
* Pre-Repair DR Iteration Count at 4
* Avg Synthesized Cell Area at 9.72 um2
* Final ANT Viol Nets at 0
* Worst skew pair latency at 0.34 ns
* CTS tree: built
* Max Freq at 114 MHz
* Area Overhead vs Synth at 14.1%
* LEAKAGE at 2.08 nW
* Layout cells sized above 1 at 10.4%
* Setup bufs post-CTS at 0
* # resized after CTS at 0
* Fill count at 706
* Setup violators final at 0
* Sequential element share of the synthesized area at 40.1%
* Core area at 8220 um2
* Logic cell area at 2370 um2
* Vias per inst at 5.86
* Crit path DAT at 8.97 ns
* DP Wirelength at 6.18 mm
* Port Buffers at 35
* Post-layout period usage at 43.7%
* Yosys cell types at 65
* Die Ht at 94.2 um
* Yosys warning tally at 1
* Crit path launch type: primary input
* H-tree depth at 3
* HP Class: flip-flop to flip-flop
* Synth Instances at 437
* Crit path DRT at 20.23 ns
* Yosys stat chip area at 4250 um2
* Clock Path Buffers at 2
* Rel. slew slack at 41.6%
* Root Buffer: clkbuf_8
* Die Area at 8870 um2
* Element type at the critical path end: flip-flop
* Transition time at the pin with the least slew margin at 0.875 ns
* Power Total at 0.728 mW
* Cts bufs inserted at 9
* TNS Setup at 0 ns
* Largest net degree at the start of global routing at 43
* Fin. Hold Viols at 0
* Max-Cap Viols at 0
* Synth async-reset ratio at 100%
* Crit Path Max Fanout at 28
* Cell row count at 33
* Vias in the first global route at 3321
* Ys cells at 437
* Class of the most critical setup path: primary input to flip-flop
* Wire length of the first global-routing pass at 15.8 mm
* Initial antenna violation count at 0
* Clock Skew at 0.00685 ns
* Reg clk slew, reported paths at 0.07 ns
* Commonest flop: dfrtp_1
* # diodes at 0
* Clock sink count at 68
-- sequential cells by signal (all words and copies together) (netlist names) --
signal / cells
count: 16
done: 1
dout: 16
n_1: 16
n_2: 16
state: 3
-- layer usage --
layer  GRT usage, %  vias up  part of all wire, %
li1               -     1696                    -
met1           37.1     1627                   50
met2           37.2       50                   45
met3           2.22       14                  2.8
met4           4.10        0                  1.7
met5              0        -                    0
-- synth_stat cells, types with 4 or more instances --
cell      number  share of area (%)
nand4_1        4               0.59
nand2b_1       9                1.3
ha_1          20                5.9
dfrtp_1       67                 39
o21ai_1        4               0.47
nand3_1       13                1.5
mux2_2        14                3.7
inv_1         16                1.4
nor3_1        13                1.5
buf_2          4               0.47
a22o_1        39                8.0
a21oi_1       13                1.5
nand2_1       40                3.5
or2_2          5               0.74
xnor2_1       16                3.3
and3_1         5               0.74
or3_1          7                1.0
nor4_1         6               0.88
xor2_1        14                2.9
clkbuf_1      10               0.88
nor2b_1        4               0.59
nor2_1        15                1.3
a21o_1         6                1.1
o21ai_0       28                3.3
a211oi_1       4               0.71
-- kinds of logic after synthesis --
logic type	after synthesis	synth area share (%)
AND/OR/NAND/NOR	138	17.3
flip-flops	68	40.1
multiplexers	14	3.71
buffers and inverters	37	4.21
AND-OR/OR-AND	129	22.1
XOR/XNOR	30	6.19
adder cells (fa/ha/maj)	21	6.36
-- final cells by class --
| type | instances | share of cell area (%) |
|---|---|---|
| clock buffers | 11 | 2.71 |
| repair buffers | 41 | 8.16 |
| inverters | 16 | 1.24 |
| well taps | 105 | 2.71 |
| multi-input cells | 332 | 48.9 |
| clock inverters | 5 | 1.08 |
| flip-flops and latches | 68 | 35.1 |
-- final timing paths --
kind                            startpoint        to  slack, ns  cells past startpoint
worst max-delay path                din[2]  dout[15]      11.26                     17
worst min-delay path                  done      done       0.49                      2
worst max register to register    count[2]  dout[15]      15.44                     16
worst min register to register        done      done       0.49                      2
max in group asynchronous            reset  state[0]      14.99                      3
min in group asynchronous            reset  count[1]       4.05                      2
-- critical path, cell delays in order --
cell	delay [ns]
clkdlybuf4s50_1	0.55
or4_1	0.65
or4_1	0.55
a21oi_1	0.16
o221a_2	0.20
o2111a_1	0.17
buf_4	0.34
mux2_2	0.40
ha_1	0.27
a21oi_1	0.18
o21ai_0	0.13
a31o_2	0.28
nor4_1	0.32
o31ai_1	0.17
a31oi_1	0.23
nand3_1	0.10
a32o_1	0.26
-- through the flow --
stage	worst slack, ns	hold slack [ns]	utilization [%]	cell area, um2	cells
after floorplan	11.79	0.421	-	4250	437
final	11.26	0.488	59.0	4840	578
after CTS	11.24	0.488	59.0	4840	578
after global placement	10.97	0.460	56.7	4660	562
after detailed placement	10.90	0.467	56.7	4660	562
after global routing	10.92	0.515	59.0	4840	578
-- power by group --
group	switching, mW	internal (mW)	total (mW)	leakage [nW]
Sequential	0.0562	0.200	0.256	0.788
Combinational	0.165	0.198	0.363	1.20
Clock	0.0517	0.0570	0.109	0.0931
Total	0.273	0.455	0.728	2.08
-- cell usage in the layout, fill, tap and decap left out, types with 3 or more instances in the layout --
cell / netlist / routed
clkdlybuf4s50_1: 0 / 35
a21o_1: 6 / 6
nand3_1: 13 / 13
inv_1: 16 / 15
or3_1: 7 / 7
a21oi_1: 13 / 13
a22o_1: 39 / 39
ha_1: 20 / 20
o21bai_1: 3 / 3
o21ai_0: 28 / 28
nor4_1: 6 / 6
a32o_1: 3 / 3
nand2b_1: 9 / 9
or2_2: 5 / 5
nor3_1: 13 / 12
nor2b_1: 4 / 4
dfrtp_1: 67 / 67
a211oi_1: 4 / 4
xnor2_1: 16 / 16
nand4_1: 4 / 4
or4_1: 3 / 3
buf_4: 3 / 6
xor2_1: 14 / 14
clkbuf_8: 0 / 9
o31ai_1: 3 / 3
clkinv_2: 0 / 3
mux2_2: 14 / 14
and3_1: 5 / 5
o41ai_1: 3 / 3
nand2_1: 40 / 40
nor2_1: 15 / 15
o21ai_1: 4 / 4
Power and IR drop assume default switching activity.
