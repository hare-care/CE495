### /design/flow/config.mk
export PLATFORM = sky130hd
export DESIGN_NAME = vectorsub
export DESIGN_NICKNAME = vectorsub
export VERILOG_FILES = /design/flow/design.v
export SDC_FILE = /design/flow/constraint.sdc
export NUM_CORES = 4
export LEC_CHECK = 1
export CORE_UTILIZATION = 50
export SYNTH_HDL_FRONTEND = slang
### /design/flow/constraint.sdc
current_design vectorsub

set clk_period 1.7
set clk_io_pct 0.2

create_clock -name clk0 -period $clk_period [get_ports {clock}]

set non_clock_inputs [all_inputs -no_clocks]
set_input_delay [expr $clk_period * $clk_io_pct] -clock clk0 $non_clock_inputs
set_output_delay [expr $clk_period * $clk_io_pct] -clock clk0 [all_outputs]
### /design/flow/design.v
module vectorsub #(  
    parameter DATA_WIDTH = 32,
    parameter THRESHOLD  = 50
) (
    input  logic clock,
    input  logic reset,
    input  logic [DATA_WIDTH-1:0] x_dout,
    input  logic x_empty,
    output logic x_rd_en,
    input  logic [DATA_WIDTH-1:0] y_dout,
    input  logic y_empty,
    output logic y_rd_en,
    output logic [DATA_WIDTH-1:0] z_din,
    input  logic z_full,
    output logic z_wr_en
);
typedef enum logic [0:0] {s0, s1} state_t;
state_t state, state_c;
logic [DATA_WIDTH-1:0] sum, sum_c, hold;
always_ff @(posedge clock or posedge reset) begin
    if (reset) begin
        state <= s0;
        sum <= '0;
    end else begin
        state <= state_c;
        sum <= sum_c;
    end
end
always_comb begin
    z_din = 'b0;
    z_wr_en = 1'b0;
    x_rd_en = 1'b0;
    y_rd_en = 1'b0;
    sum_c = sum;
    state_c = state;
    case (state)
        s0: begin
            if (x_empty == 1'b0 && y_empty == 1'b0) begin
                hold = ($signed(y_dout)-$signed(x_dout) > 0)? $signed(y_dout)-$signed(x_dout):$signed(x_dout)-$signed(y_dout);
                sum_c = ($unsigned(hold) > 'd50)? '1:'0;
                x_rd_en = 1'b1;
                y_rd_en = 1'b1;
                state_c = s1;
            end
        end
        s1: begin
            if (z_full == 1'b0) begin
                z_din = sum;
                z_wr_en = 1'b1;
                state_c = s0;
            end
        end
        default: begin
            state_c = s0;
            sum_c = 'x;
        end
    endcase
end
endmodule
### /design/flow/run.sh
#!/bin/bash
# OpenROAD 26Q1-2900-gdf79404cd8, Yosys 0.63+post, stock flow scripts
make -C /OpenROAD-flow-scripts/flow DESIGN_CONFIG=/design/flow/config.mk WORK_HOME=/design/flow/orfs finish
==> results.cfg <==
; flow metrics
[synthesis]
largest_area_cell = ha_1
avgSynthCellArea_um2 = 6.687
edf_count = 0
numSynthFlops = 2
ys_seq_share = 0.01078
top_area_frac = 0.1672
top_cells_by_area = ha_1 17%, a21oi_1 7.3%, buf_4 6.8%, inv_1 6.2%, xnor2_1 4.7%
syn_inst = 694
async_flop_share = 1.000
synthFlopType = dfrtp_1
synth_cell_types = 74
yosysWarnings = 0
netlist_area_um2 = 4641
ys_cells = 694
ys_area_um2 = 4641

[run_status]
haltStage = clock tree synthesis
error_line = [ERROR DPL-0036] Detailed placement failed.
status = aborted with a tool error

[floorplanning]
dieWidth_um = 98.34
die_height_um = 98.34
fp_util = 0.5245
row_count = 34
ios = 104

[place]
port_buffers = 103
dpl.cell_count = 1075
gp_congestion = 1.068
place_area_um2 = 7167
hpwlAfterDp_um = 14630

[clock_tree]
cts_hold_buf = 0
cts.sinks = 2
post-cts-setup-buffers = 60
h-tree-depth = 1
cts-root-buf = clkbuf_8
cts_resized = 422
cts_buffer_depth = 2
cts_made_buffers = 3
==> kinds of logic after synthesis <==
logic type,after synthesis,synth area share
AND-OR/OR-AND,228,0.3260
XOR/XNOR,33,0.06228
adder cells (fa/ha/maj),64,0.1758
buffers and inverters,141,0.1575
flip-flops,2,0.01079
multiplexers,10,0.02292
AND/OR/NAND/NOR,216,0.2448
==> metrics by stage <==
stage / TNS, ns / util / hold slack [ns] / setup WS (ns)
2_1_floorplan: -1.201 / - / 0.08118 / -1.201
3_3_place_gp: -14.39 / 0.8100 / 0.5200 / -2.317
3_5_place_dp: -16.18 / 0.8100 / 0.5304 / -2.360
==> synthesized netlist by cell type, types with 3 or more instances <==
cell type	n
a2111oi_0	3
a211oi_1	8
a21o_1	17
a21oi_1	68
a22oi_1	3
a31oi_1	10
and2_1	6
and3_1	4
and4_1	4
buf_2	11
buf_4	42
buf_6	4
clkbuf_1	7
ha_1	62
inv_1	77
mux2_2	5
mux2i_1	5
nand2_1	40
nand2b_1	8
nand3_1	21
nand3b_1	3
nand4_1	15
nor2_1	58
nor2b_1	6
nor3_1	18
nor3b_1	3
nor4_1	6
o2111ai_1	4
o211ai_1	4
o21a_1	11
o21ai_0	40
o21ai_1	6
o21bai_1	9
o221ai_1	4
o22ai_1	4
o31a_1	3
o31ai_1	8
or3_1	3
or4_1	8
xnor2_1	25
xor2_1	8
